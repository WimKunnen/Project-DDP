--- flow/config.mk ---
export PLATFORM = sky130hd
export DESIGN_NAME = hweval_adder
export DESIGN_NICKNAME = hweval_adder
export VERILOG_FILES = /design/flow/design.v
export SDC_FILE = /design/flow/constraint.sdc
export NUM_CORES = 4
export LEC_CHECK = 1
export CORE_UTILIZATION = 50
--- flow/constraint.sdc ---
current_design hweval_adder

set clk_period 249.6
set clk_io_pct 0.2

create_clock -name clk0 -period $clk_period [get_ports {clk}]

set non_clock_inputs [all_inputs -no_clocks]
set_input_delay [expr $clk_period * $clk_io_pct] -clock clk0 $non_clock_inputs
set_output_delay [expr $clk_period * $clk_io_pct] -clock clk0 [all_outputs]
--- flow/design.v ---
`timescale 1ns / 1ps
module mpadder(
    input  wire          clk,
    input  wire          resetn,
    input  wire          start,
    input  wire          subtract,
    input  wire [1026:0] in_a,
    input  wire [1026:0] in_b,
    output wire [1027:0] result,
    output wire          done    
    );
    reg input_mux_sel;
    reg [1029:0] a_reg;
    wire [1029:0] a_mux_out;
    assign a_mux_out = (input_mux_sel == 1) ? (start == 1 ? {3'b0, in_a} : a_reg) : {temp_result, a_reg[1029:206]};
    reg [1029:0] b_reg;
    wire [1029:0] b_mux_out;
    assign b_mux_out = (input_mux_sel == 1) ? {3'b0, in_b} : {temp_result, b_reg[1029:206]};
    reg input_enable;
    always @(posedge clk)
    begin
        if(resetn == 0)
        begin
            a_reg <= 1030'b0;
            b_reg <= 1030'b0;
        end
        else if(input_enable == 1)
        begin
            a_reg <= a_mux_out;
            b_reg <= b_mux_out;
        end
    end
    reg sub;
    always @(posedge clk)
    begin
        if(resetn == 0)
            sub <= 0;
        else
            sub <= subtract;
    end
    wire [205:0] add_sub_mux;
    assign add_sub_mux = (sub == 1) ? ~b_reg[205:0] : b_reg[205:0];
    wire carry_in;
    wire [206:0] temp_result;
    assign carry_in = carry_reg;
    assign temp_result = a_reg[205:0] + add_sub_mux[205:0] + carry_in;
    wire carry_mux;
    reg carry_reg;
    assign carry_mux = (start == 1) ? subtract : temp_result[206];
    always @(posedge clk)
    begin
        if (resetn == 0)
            carry_reg <= 0;
        else
            carry_reg <= carry_mux;
    end
    assign result = a_reg[1027:0];
    reg [1:0] state, nextstate;
    always @(posedge clk)
    begin
        if(resetn==0)
            state <= 2'd0;
        else
            state <= nextstate;
    end
    reg count_enable;
    reg [2:0] counter;
    always @(posedge clk)
    begin
        if (resetn == 0)
            counter <= 2'd0;
        else if (state == 2'd3)
            counter <= 0;
        else if (count_enable == 1)
            counter <= counter + 1;
    end
    always @(*)
    begin
        case(state)
            2'd0: begin
                input_mux_sel <= 1'b1;
                input_enable <= 1'b1;
                count_enable <= 1'b0;
            end
            2'd1: begin
                input_mux_sel <= 1'b0;
                input_enable <= 1'b1;
                count_enable <= 1'b1;
            end
            2'd2: begin
                input_mux_sel <= 1'b0;
                input_enable <= 1'b1;
                count_enable <= 1'b1;
            end
            2'd3: begin
                input_mux_sel <= 1'b1;
                input_enable <= 1'b0;
                count_enable <= 1'b0;
           end
        endcase
    end
    reg done_reg;
    always @(posedge clk)
    begin
    if(resetn == 0)
        done_reg <= 0;
    else if (state == 2'd3)
        done_reg <= 1;
    else 
        done_reg <= 0;
    end
    assign done = done_reg;
    always @(*)
        begin
            case(state)
                2'd0: begin
                    if(start)
                        nextstate <= 2'd1;
                    else
                        nextstate <= 2'd0;
                    end
                2'd1: begin
                    if (counter == 4)
                        nextstate <= 2'd3;
                    else
                        nextstate <= state;
                end
                2'd2: begin
                    if (counter == 4)
                        nextstate <= 2'd3;
                    else
                        nextstate <= state;
                end
                2'd3: begin
                    nextstate <= 2'd0;
                end
                default: nextstate <= 2'd0;
            endcase
        end
endmodule
`timescale 1ns / 1ps
module hweval_adder (
    input   clk     ,
    input   resetn  ,
    output  data_ok );
    reg           start;
    reg           subtract;
    reg  [1026:0] in_a;
    reg  [1026:0] in_b;
    wire [1027:0] result;
    wire          done;
    mpadder dut (
        .clk      (clk     ),
        .resetn   (resetn  ),
        .start    (start   ),
        .subtract (subtract),
        .in_a     (in_a    ),
        .in_b     (in_b    ),
        .result   (result  ),
        .done     (done    ));
    reg [1:0] state;
    always @(posedge(clk)) begin
        if (!resetn) begin
            in_a     <= 1027'b1;
            in_b     <= 1027'b1;
            subtract <= 1'b0;
            start    <= 1'b0;           
            state    <= 2'b00;
        end else begin
            if (state == 2'b00) begin
                in_a     <= in_a;
                in_b     <= in_b;
                subtract <= subtract;
                start    <= 1'b1;            
                state    <= 2'b01;        
            end else if(state == 2'b01) begin
                in_a     <= in_a;
                in_b     <= in_b;
                subtract <= subtract;
                start    <= 1'b0;           
                state    <= done ? 2'b10 : 2'b01;
            end
            else begin
                in_a     <= in_b ^ result[1026:0];
                in_b     <= result[1026:0];
                subtract <= result[1026];
                start    <= 1'b0;
                state    <= 2'b00;
            end
        end
    end    
    assign data_ok = done & result[1026];
endmodule
--- flow/run.sh ---
#!/bin/bash
# OpenROAD 26Q1-2900-gdf79404cd8, Yosys 0.63+post, stock flow scripts
make -C /OpenROAD-flow-scripts/flow DESIGN_CONFIG=/design/flow/config.mk WORK_HOME=/design/flow/orfs finish
==> flow_summary_export.csv <==
group,metric,value,unit
outcome,status,"completed",
worst_setup_path,path_class,"in2reg",
clocking,htreeDepth,5,
worst_setup_path,endpoint_kind,"flop",
clocking,clock-root-buffer,"clkbuf_16",
routing,wl,530000,µm
sta,fin_crit,54.91,ns
job,maxCapViolations,0,
final_layout,areaGrowthSynthToFinish,9.33,%
synthesis,synth_flops,4127,
placement,post_dp_cell_area,184000,µm²
synthesis,ys.flop_type,"dfxtp_1",
grt,grt_max_degree,163,
routing,drc,0,
power,leakagePower,0.0742,µW
clocking,cts_tree,"built",
routing,dr.pass1.iters,6,
worst_setup_path,r2r_start,"dut.sub",
worst_setup_path,reg2regPathDepth,19,
synthesis,netlist_instances,21941,
worst_setup_path,r2r_end,"dut.b_reg[940]",
placement,gp_congestion,1.00,
worst_setup_path,r2r_slack,241.04,ns
grt,grt_pass1_wl,820000,µm
sta,rsz0062_at_grt,"false",
worst_setup_path,start_kind,"primary input",
clocking,numCtsBuffers,436,
synthesis,synth_top_cell_by_area,"dfxtp_1",
floorplanning,die_area,366000,µm²
routing,ant_nets,0,
clocking,cts.sink_count,4127,
routing,avgViaCountPerCell,5.63,
power,max-vdd-ir-drop,6.31,µV
sta,max_freq,18.2,MHz
power,power_density,7.48,nW/µm²
routing,vias,147261,
synthesis,common_cells,"dfxtp_1, nand2_1, nor2_1, a21oi_1, mux2i_1",
placement,port_buffers,2,
synthesis,yosys_area,182000,µm²
sta,tns,0,ns
sta,finalClockSkew,0.0569,ns
sta,max_slew_margin,28.7,%
min_path,hold_end,"state[0]",
floorplanning,coreArea,362000,µm²
final_layout,design_area,199000,µm²
routing,wl_per_cell,20.3,µm
grt,track_usage,29.5,%
synthesis,syn_area_per_cell,8.29,µm²
grt,grt_pass1_vias,135098,
placement,hpwl,333000,µm
worst_setup_path,critPathMaxFanout,78,
clocking,cts_resized,0,
sta,final-max-slew-violation-count,0,
synthesis,ys_cells,21941,
floorplanning,std_cell_rows,221,
floorplanning,die_h,605,µm
clocking,insertion_delay,0.98,ns
worst_setup_path,worst_ep_required_time,250.42,ns
floorplanning,ios,3,
clocking,cts_hold_buf,0,
synthesis,area_leaders,"dfxtp_1, mux2i_1, nand2_1, a21oi_1, nor2_1",
grt,antenna_found_initial,13,
synthesis,async_reset_ff_share,0,%
sta,period_used_share,22.0,%
min_path,hold_path_class,"reg2reg",
clocking,clkTransAtPathRegs,0.06,ns
synthesis,enable_flop_cells,0,
worst_setup_path,crit_arrival,55.73,ns
synthesis,yosys_warnings,2,
min_path,worstHoldStart,"state[1]",
sta,setup_viol,0,
synthesis,ys_seq_share,45.4,%
grt,grt-ovfl-total,0,
synthesis,synth.most_common_cell,"dfxtp_1",
clocking,post_cts_buffers,0,
synthesis,yosysUniqueCellTypes,105,
floorplanning,die_w,605,µm
final_layout,drive_gt1_share,5.10,%
synthesis,netlist_area,182000,µm²
synthesis,synth_top_area_share,45.4,%
floorplanning,floorplan.core_util,50.2,%
sta,worstMarginPinSlew,1.07,ns
job,warnings,60,
routing,drt_iter0_markers,10702,
min_path,whs_path_depth,1,
sta,hold_violations,0,
clocking,cts_buffer_depth,4,
## per-layer routing
| metal | vias to the layer above | share of wire [%] | GRT usage, % |
|---|---|---|---|
| li1 | 73258 | - | - |
| met1 | 70207 | 50 | 49.1 |
| met2 | 3160 | 41 | 40.3 |
| met3 | 634 | 7.3 | 6.80 |
| met4 | 2 | 2.1 | 5.43 |
| met5 | - | 0.0013 | 0 |
## logic make-up (layout without fill, tap and decap cells)
kind of cell	after synthesis	after routing	share of synthesized area [%]
AND/OR/NAND/NOR	7139	7139	15.4
AND-OR/OR-AND	5598	5598	18.0
flip-flops	4127	4127	45.4
buffers and inverters	1782	1198	3.71
multiplexers	1655	1655	9.11
XOR/XNOR	1431	1431	6.89
adder cells (fa/ha/maj)	209	209	1.45
other	0	4	0
## layout by cell type, fill, tap and decap left out, types with 16 or more instances in the layout
cell type / netlist / final
clkbuf_1: 1464 / 103
or3_1: 23 / 23
clkbuf_8: 0 / 141
a311oi_1: 47 / 47
nand4_1: 135 / 135
nor2_1: 3168 / 3165
o21bai_1: 82 / 82
nand3_1: 60 / 60
a221oi_1: 21 / 21
buf_12: 0 / 20
dfxtp_1: 4127 / 4124
o31ai_1: 17 / 17
o21ai_0: 1320 / 1319
o211a_1: 44 / 44
xor2_1: 278 / 278
xnor2_1: 1153 / 1153
mux2i_1: 1654 / 1654
a31oi_1: 50 / 50
a21boi_0: 16 / 16
a21oi_1: 2562 / 2561
a211oi_1: 1066 / 1066
o21ai_1: 25 / 25
inv_1: 91 / 89
o21a_1: 29 / 29
nor4_1: 26 / 26
ha_1: 207 / 207
buf_4: 2 / 297
clkinv_2: 0 / 60
bufinv_16: 0 / 18
nor2b_1: 18 / 18
and2_1: 18 / 18
and3_1: 42 / 42
nor3_1: 133 / 133
o221ai_1: 28 / 28
nand2_1: 3428 / 3426
a21o_1: 102 / 102
o211ai_1: 71 / 71
nand2b_1: 21 / 21
clkbuf_16: 0 / 443
## worst max-delay path by stage
stage,to,from,cells past startpoint,slack [ns]
6_report,dut.b_reg[867],resetn,10,194.70
4_1_cts,dut.b_reg[847],resetn,10,194.78
5_1_grt,dut.b_reg[847],resetn,10,194.36
## critical path: stages
cell,delay [ns]
buf_8,0.21
inv_8,0.43
buf_4,0.59
buf_4,0.67
buf_4,0.67
buf_4,0.71
buf_4,0.66
buf_4,0.73
buf_4,0.70
nor3_1,0.13
## through the flow
| stage | worst slack (ns) | total power, µW | util, % | cells | hold WS [ns] |
|---|---|---|---|---|---|
| floorplan | 198.44 | 805 | - | 21941 | 0.386 |
| global placement | 193.67 | 842 | 50.9 | 25364 | 0.390 |
| detailed placement | 193.72 | 843 | 50.9 | 25364 | 0.406 |
| CTS | 194.78 | 1500 | 54.9 | 26151 | 0.428 |
| global route | 194.36 | 1540 | 54.9 | 26152 | 0.459 |
| finish | 194.70 | 1490 | 54.9 | 26155 | 0.434 |
## cell type report
cell class	count	area, µm²
clock inverter	100	1200
clock buffer	687	13400
timing repair buffer	319	2660
fill	32667	163000
sequential	4127	82600
antenna	4	10.0
multi-input combinational	16032	92600
tap	4794	6000
inverter	92	363
## where the power goes
part	internal, µW	switching [µW]
Combinational	41.6	82.3
Sequential	685	21.2
Clock	386	271
Total	1110	375
Power is estimated from default activity; no workload was simulated.
